**design.v**
```verilog
module fifo_golden #(
    parameter ENTRY_WIDTH = 32,
    parameter N_ENTRIES = 8,
    localparam PTR_WIDTH = $clog2(N_ENTRIES),
    localparam CTR_WIDTH = PTR_WIDTH + 1
) (
    input logic clk,
    input logic rst_aL,
    output logic enq_ready,
    input logic enq_valid,
    input logic [ENTRY_WIDTH-1:0] enq_data,
    input logic deq_ready,
    output logic deq_valid,
    output logic [ENTRY_WIDTH-1:0] deq_data,
    input wire init,
    input wire [N_ENTRIES-1:0] [ENTRY_WIDTH-1:0] init_entry_reg_state,
    input wire [CTR_WIDTH-1:0] init_enq_up_counter_state,
    input wire [CTR_WIDTH-1:0] init_deq_up_counter_state,
    output wire [N_ENTRIES-1:0] [ENTRY_WIDTH-1:0] current_entry_reg_state,
    output wire [CTR_WIDTH-1:0] current_enq_up_counter_state,
    output wire [CTR_WIDTH-1:0] current_deq_up_counter_state
);
    logic [CTR_WIDTH-1:0] enq_ctr_r;
    logic [CTR_WIDTH-1:0] deq_ctr_r;
    logic [N_ENTRIES-1:0] [ENTRY_WIDTH-1:0] fifo_r;
    logic [CTR_WIDTH-1:0] enq_ctr_next;
    logic [CTR_WIDTH-1:0] deq_ctr_next;
    logic [N_ENTRIES-1:0] [ENTRY_WIDTH-1:0] fifo_next;
    wire [PTR_WIDTH-1:0] enq_ptr = enq_ctr_r[PTR_WIDTH-1:0];
    wire [PTR_WIDTH-1:0] deq_ptr = deq_ctr_r[PTR_WIDTH-1:0];
    wire fifo_empty = enq_ctr_r == deq_ctr_r;
    wire fifo_full = (enq_ctr_r[PTR_WIDTH] != deq_ctr_r[PTR_WIDTH]) && (enq_ctr_r[PTR_WIDTH-1:0] == deq_ctr_r[PTR_WIDTH-1:0]);
    assign enq_ready = ~fifo_full;
    assign deq_valid = ~fifo_empty;
    assign deq_data = fifo_r[deq_ptr];
    assign enq_ctr_next = enq_valid && enq_ready ? enq_ctr_r + 1 : enq_ctr_r;
    assign deq_ctr_next = deq_valid && deq_ready ? deq_ctr_r + 1 : deq_ctr_r;
    always_comb begin
        fifo_next = fifo_r;
        if (enq_valid && enq_ready) begin
            fifo_next[enq_ptr] = enq_data;
        end
    end
    always_ff @(posedge clk or posedge init or negedge rst_aL) begin
        if (init) begin
            enq_ctr_r <= init_enq_up_counter_state;
            deq_ctr_r <= init_deq_up_counter_state;
            fifo_r <= init_entry_reg_state;
        end else if (!rst_aL) begin
            enq_ctr_r <= 0;
            deq_ctr_r <= 0;
            fifo_r <= 0;
        end else begin
            enq_ctr_r <= enq_ctr_next;
            deq_ctr_r <= deq_ctr_next;
            fifo_r <= fifo_next;
        end
    end
    assign current_entry_reg_state = fifo_r;
    assign current_enq_up_counter_state = enq_ctr_r;
    assign current_deq_up_counter_state = deq_ctr_r;
endmodule
```
**run.sh**
```bash
#!/bin/bash
# OpenROAD 26Q1-2900-gdf79404cd8, Yosys 0.63+post, stock flow scripts
make -C /OpenROAD-flow-scripts/flow DESIGN_CONFIG=/design/flow/config.mk WORK_HOME=/design/flow/orfs finish
```
**config.mk**
```make
export PLATFORM = sky130hd
export DESIGN_NAME = fifo_golden
export DESIGN_NICKNAME = fifo_golden
export VERILOG_FILES = /design/flow/design.v
export SDC_FILE = /design/flow/constraint.sdc
export NUM_CORES = 4
export LEC_CHECK = 1
export CORE_AREA = 10 10 316 316
export DIE_AREA = 0 0 326 326
```
**constraint.sdc**
```tcl
current_design fifo_golden

set clk_period 12.7
set clk_io_pct 0.2

create_clock -name clk0 -period $clk_period [get_ports {clk}]

set non_clock_inputs [all_inputs -no_clocks]
set_input_delay [expr $clk_period * $clk_io_pct] -clock clk0 $non_clock_inputs
set_output_delay [expr $clk_period * $clk_io_pct] -clock clk0 [all_outputs]
```
==> ci_impl_report.md <==
## Synthesis and layout report

| Metric | Value |
|---|---|
| Outcome | `complete, no violations` |
| # setup viols final | `0` |
| Initial antenna violation count | `22` |
| RSZ-0062 raised after global routing | `no` |
| Hold Vio Cnt, Final | `0` |
| Routed Antenna Nets | `0` |
| Main synth FF type | `dfbbp_1` |
| CP Cell Sequence | `buf_4 > mux4_2 > mux2_2 > clkdlybuf4s50_1` |
| CP Class | `register to output pin` |
| Fmax | `0.1687 GHz` |
| DRC Markers | `0` |
| NetSw | `2.249 mW` |
| Vias in the first global route | `16.13k` |
| Ys async rst share | `1.000` |
| CP arrival | `3.39 ns` |
| Syn Inst Count | `1430` |
| Total Die Area | `0.1063 mm^2` |
| Via/cell ratio | `4.743` |
| Switching part of the total | `0.3944` |
| Tcrit/Tclk final | `0.4666` |
| Hold EP | `deq_ctr_r[0]` |
| Synthesis area per yosys | `0.01651 mm^2` |
| XOR/XNOR Area Share | `0.005306` |
| Top Ports | `599` |
| Top post-synthesis cells by area | `dfbbp_1 (52%), a32o_1 (14%), nand2_1 (12%)` |
| EDFF count, synth | `0` |
| GRT busiest layer | `met2` |
| Hold Buf Count CTS | `0` |
| OpenROAD warning count | `287` |
| Worst IR Drop VDD | `0.1877 mV` |
| MaxCap Viol Count | `0` |
| Post-DP HPWL | `63.90 mm` |
| CTS H-tree lvls | `2` |
| Rel. slew slack | `0.4557` |
| Gr ovfl total | `0` |
| CTS tree | `yes` |
| M2 GR Usage | `0.2610` |
| Synth unique cells | `34` |
| Root Driver | `clkbuf_16` |
| Critical R2R Capture | `fifo_r[167]` |
| GRT Util Overall | `0.1615` |
| Fraction of layout cells with a size suffix above 1 | `0.1175` |
| Iter 0 DRT Violations | `907` |
| DRT Pass-1 Iters | `7` |
| Setup total negative slack | `0 ns` |
| Area leader share | `0.5204` |
| WL per Instance | `27.12 um` |
| Synth warnings | `4` |
| Latency at later pin | `0.54 ns` |
| Largest net degree at the start of global routing | `86` |
| Synth-to-Final Area Change | `49.83%` |
| Reg2Reg Setup Slack | `9.01 ns` |
| Startpoint type of the worst setup path | `register` |
| Crit path largest cell delay | `0.98 ns` |
| Crit. End Element | `output pin` |
| Worst Skew | `0.01438 ns` |
| Crit path max fanout | `34` |
| Met3 usage | `0.08347` |
| HP Class | `register to register` |
| Floorplan core density | `0.1774` |
| Met1 usage | `0.1833` |
| Setup bufs post-CTS | `0` |
| DP Worst Slack | `7.309 ns` |
| Clock sinks | `264` |
| Fa+ha+maj area frac | `0.004548` |
| Gate power share | `0.530` |
| CTS resizes | `0` |
| Simple share | `0.1445` |
| First-pass GRT wire length | `122.2 mm` |
| Number of cells in Yosys stat | `1430` |
| Slew Viols, Final | `0` |
| Clock power share | `0.177` |
| P_leak | `9.788 nW` |
| Yosys top cell by instances | `nand2_1` |
| Die H | `326 um` |
| Buffers on Ports | `598` |
| Final WS setup | `6.774 ns` |
| Multiplexer share | `0.1343` |
| Cell Pwr Density | `230.6 mW/mm^2` |
| Cell taking the most area after synthesis | `dfbbp_1` |
| Min Tclk post-route | `5.926 ns` |
| Seq/Total Area, Yosys | `0.5203` |
| Syn Area/Cell | `11.54 um^2` |
| Vias | `15.16k` |
| Internal power | `3.453 mW` |
| WL final | `86.69 mm` |
| Worst-path clk slew | `0.06 ns` |
| Crit-path slowest cell | `dfbbp_1` |
| Row count | `112` |
| Top comb family, area | `simple AND/OR/NAND/NOR gates` |
| R2R depth | `8` |
| RR Startpoint | `deq_ctr_r[2]` |
| Min-delay src | `deq_ctr_r[0]` |
| Clock Tree Buf Depth | `3` |
| Core area | `0.09305 mm^2` |
| Die width | `326 um` |
| Measured slew at the worst slew-check pin | `0.8164 ns` |
| #FFs+latches synth | `264` |
| Hold depth | `1` |
| Routability Congestion | `0.9602` |
| Total CTS buffers | `35` |
| Post-Syn Area | `0.01651 mm^2` |
| Sequential share of power | `0.294` |
| Most frequent cells after synthesis | `nand2_1 (532), dfbbp_1 (264), a32o_1 (224), clkbuf_1 (117), mux4_2 (64)` |
| Required @ worst endpoint | `10.16 ns` |
| Yosys aoi share | `0.1396` |
-- sequential cells by signal, indices dropped and copies added, names as in the netlist --
| name | flops |
|---|---|
| deq_ctr_r | 4 |
| fifo_r | 256 |
| enq_ctr_r | 4 |
-- logic make-up after synthesis --
group | after synthesis
fa+ha+maj | 6
flops | 264
xor+xnor | 10
simple gates | 596
compound gates | 230
mux | 133
buf+inv | 191
-- worst max path at each step --
stage / endpoint / startpoint / cells after the start
4_1_cts: deq_data[11] / deq_ctr_r[0] / 5
5_1_grt: deq_data[11] / deq_ctr_r[0] / 5
6_report: deq_data[12] / deq_ctr_r[1] / 4
-- per-layer routing --
| layer | vias to the layer above | wire, um |
|---|---|---|
| li1 | 6414 | - |
| met1 | 7751 | 31350 |
| met2 | 790 | 41370 |
| met3 | 173 | 10360 |
| met4 | 32 | 3339 |
| met5 | - | 276 |
-- layout by cell type (no fill, tap or decap), types with 2 or more instances in the layout --
cell and count:
clkdlybuf4s50_1 597, nand2_1 532, dfbbp_1 264, a32o_1 224, mux4_2 64, mux2_2 57, clkbuf_16 38, buf_4 36
nor2b_1 32, mux2_1 11, clkbuf_8 11, diode_2 10, nand3_2 7, clkbuf_1 7, nor3_1 6, xnor2_1 6
ha_1 5, xor2_1 4, nor2b_4 3, nor2_1 2, nand3_1 2, nand4_1 2, nor3b_1 2, clkinv_2 2
-- layout make-up --
type	count	area, um^2
fill	9869	68320
multi-input combinational	975	7152
inverter	1	3.754
timing repair buffer	634	6260
clock buffer	55	1115
tap	1254	1569
clock inverter	3	18.77
sequential	264	8588
antenna	10	25.02
-- critical path: cells and delay by family (launching register included) --
family / cells / cell delay (ns)
buffers and inverters: 2 / 1.02
DFF: 1 / 0.98
muxes: 2 / 0.76
-- power groups by stage --
stage / logic, mW / clock network [mW] / registers [mW]
6_report: 3.02 / 1.01 / 1.67
5_1_grt: 3.23 / 1.07 / 1.73
4_1_cts: 3.07 / 1.04 / 1.67
-- metrics by stage --
stage | power [mW] | hold WS, ns | cells | utilization | area (um^2)
final | 5.702 | 0.5666 | 3196 | 0.2658 | 24730
after global routing | 6.022 | 0.5763 | 3190 | 0.2656 | 24720
after CTS | 5.778 | 0.5681 | 3186 | 0.2655 | 24710
after detailed placement | 4.730 | 0.5553 | 3128 | 0.2533 | 23570
after global placement | 4.721 | 0.5473 | 3128 | 0.2533 | 23570
after floorplan | 2.573 | 0.5386 | 1430 | - | 16510
Power and IR drop assume default switching activity.
