--- design/flow/design.v ---
`timescale 1ns / 1ps
module execute_alu (
		input		 clk, enable, rst,
		input [31:0] src_1,
		input [31:0] src_2,
		input		 dst_valid,
		input [3:0]  dst_tag,
		input [2:0]  alu_ctrl,
		input		 funct7,
		input		 pred,
		input [31:0] target,
		output [31:0] data_out
	);
	reg [31:0] alu_out;
	assign data_out = enable ? alu_out : 32'hZ;
	always @ (posedge clk) begin
		if (enable) begin
			if (rst) alu_out = 32'h0;  
			else begin  
				case (alu_ctrl)
					3'h0 : alu_out = funct7 ? src_1 - src_2 : src_1 + src_2;  
					3'h4 : alu_out = src_1 ^ src_2;  
					3'h6 : alu_out = src_1 | src_2;  
					3'h7 : alu_out = src_1 & src_2;  
					3'h1 : alu_out = src_1 << src_2[4:0];  
					3'h5 : alu_out = funct7 ? src_1 >> src_2[4:0] : src_1 >> src_2[4:0];  
					3'h2 : alu_out = (src_1 < src_2) ? 1 : 0;  
					3'h3 : alu_out = (src_1 < src_2) ? 1 : 0;  
					default: ;
				endcase
			end
		end
	end
endmodule
--- design/flow/run.sh ---
#!/bin/bash
# OpenROAD 26Q1-2900-gdf79404cd8, Yosys 0.63+post, stock flow scripts
make -C /OpenROAD-flow-scripts/flow DESIGN_CONFIG=/design/flow/config.mk WORK_HOME=/design/flow/orfs finish
--- design/flow/config.mk ---
export PLATFORM = sky130hd
export DESIGN_NAME = execute_alu
export DESIGN_NICKNAME = execute_alu
export VERILOG_FILES = /design/flow/design.v
export SDC_FILE = /design/flow/constraint.sdc
export NUM_CORES = 4
export LEC_CHECK = 1
export CORE_UTILIZATION = 50
--- design/flow/constraint.sdc ---
current_design execute_alu

set clk_period 20.8
set clk_io_pct 0.2

create_clock -name clk0 -period $clk_period [get_ports {clk}]

set non_clock_inputs [all_inputs -no_clocks]
set_input_delay [expr $clk_period * $clk_io_pct] -clock clk0 $non_clock_inputs
set_output_delay [expr $clk_period * $clk_io_pct] -clock clk0 [all_outputs]
==> Changelog: implementation <==
## Implementation

* Sw power at 188 µW
* # fillers at 1764
* Final tally of hold violations at 0
* First-pass GRT wire length at 58000 µm
* Post-synth regs at 32
* Fin util at 0.571
* Drt total wl at 38800 µm
* Drt drc at 0
* Crit-path max FO at 47
* Crit path capture type: flip-flop
* Synth Seq Share at 0.101
* Leak at 4.31 nW
* Worst slew pin tran at 873 ps
* Final cycle utilization of the critical path at 0.409
* Status: complete, no violations
* GRT Util Overall at 0.411
* Peak Freq at 117 MHz
* Routed vias/inst at 6.86
* Sequential Power Share at 0.192
* Largest net degree at the start of global routing at 62
* Chip Width at 140 µm
* Maxcap violations at 0
* Post-Syn Area at 9490 µm²
* Fp_density at 0.509
* Dominant flop cell: edfxtp_1
* Switching Fraction at 0.451
* Worst path slowest cell: o21ai_0
* Worst Hold End: alu_out[5]
* Tool Warnings at 129
* Synth cell types at 82
* Port Buffers at 102
* Critical path class: input pin to flip-flop
* Max Transition Viols Final at 0
* Top Layout Cells: nor2_1, inv_1, ha_1, clkdlybuf4s50_1, nand2_1
* Mapped Cells at 1238
* Rel. slew slack at 0.412
* Via count at 10357
* Dominant logic cell type in the layout: nor2_1
* TritonRoute pass-1 iters at 6
* Total CTS buffers at 5
* Vias in the first global route at 9482
* # rows at 50
* Routability cong. at 1.06
* DR iter-0 viols at 1212
* YS warnings at 2
* Hold Startpoint: enable
* CTS Hold Bufs at 0
* WL/cell at 25.7 µm
* Critical path startpoint category: input pin
* Clock transition at path regs at 40 ps
* Min cycle time layout at 8510 ps
* Ratio of cells with drive above 1 in the final layout at 0.0863
* Worst path cell trace: clkdlybuf4s50_1, buf_4, inv_2, buf_4, ha_1, nor3_1, o31ai_1, a21oi_1, o21ai_1, nand3_1, and3_1, o21ai_0, a21oi_1
* Hold depth at 2
* Slowest stage delay, CP at 620 ps
* CTS Sinks at 32
* Max reg flops at 32
* Cells in synth_stat.txt at 1238
* CP Buf/Inv Count at 4
* Final tally of setup violations at 0
* Htree depth at 2
* Initial antenna violation count at 5
* CTS tree: done
* Crit path DRT at 20780 ps
* Pwr Density at 39.1 nW/µm²
* CTS Buffer Depth at 2
* Delay-heaviest family, CP: AND-OR/OR-AND gates
* EDFF count, synth at 32
* Total congestion overflow at 0
* Final Instance Area at 10700 µm²
* Layout Area Growth over Synthesis at 12.2%
* Mean post-synth cell area at 7.67 µm²
* I/O pin count at 141
* Antenna violation net count after detailed routing at 0
* Asr flop ratio synth at 0
* Post-CTS resize count at 0
* HPWL Detailed at 30100 µm
* Hold Path Class: input pin to flip-flop
* Die Span Y at 140 µm
* Post-CTS setup buffers at 0
* Die ar. at 19500 µm²
* Internal at 228 µW
* CTS root buffer: clkbuf_16
* Post-Route Setup TNS at 0 ps
* Clock Power Share at 0.157
* RSZ-0062 raised after global routing: false
* Core area at 18600 µm²
* Combinational share of power at 0.652
* Yosys chip area at 9490 µm²
* CP arrival at 8490 ps
* Cell Area, Placed at 10500 µm²
* Peak supply drop at 0.0261 mV
cells in the mapped netlist (9+ instances only):
library cell,instances,area [µm²]
ha_1,97,1210
mux4_2,54,1220
a211oi_1,12,90.1
a221oi_1,13,114
nor2_1,123,462
nand2b_1,9,56.3
nor3_1,31,155
nor4_1,18,113
buf_4,9,67.6
nor2b_1,11,68.8
a21oi_1,88,440
edfxtp_1,32,961
and3_1,9,56.3
clkbuf_1,51,191
xnor2_1,16,140
a31oi_1,26,163
mux2i_1,52,521
o22ai_1,25,156
a22oi_1,15,113
inv_1,106,398
buf_1,14,52.6
nand2_1,94,353
a222oi_1,9,90.1
nand3_1,25,125
a21o_1,16,120
o21ai_0,80,400
o211ai_1,17,128
or3_1,15,93.8
buf_2,17,85.1
a22o_1,18,158
stage by stage:
stage	power [mW]	hold slack, ps	setup WS, ps	cells
2_1_floorplan	0.248	4270	13360	1238
3_3_place_gp	0.343	4890	12190	1500
3_5_place_dp	0.343	4890	12190	1500
4_1_cts	0.410	4760	12470	1508
5_1_grt	0.440	4780	12110	1508
6_report	0.416	4750	12290	1509
worst max path at each step:
stage                    start           to  slack, ps  depth (start not counted)
final                 src_2[2]  alu_out[15]      12290                         13
after global routing  src_2[2]  alu_out[15]      12110                         13
after CTS             src_2[2]  alu_out[15]      12470                         13
power groups by stage:
stage / sequential [mW] / clock (mW) / combinational, mW
6_report: 0.0799 / 0.0652 / 0.271
5_1_grt: 0.0803 / 0.0699 / 0.290
4_1_cts: 0.0800 / 0.0665 / 0.264
final cells by class:
class | count | area (µm²) | area share
Sequential cell | 32 | 961 | 0.0902
Tap cell | 234 | 293 | 0.0275
Timing Repair Buffer | 122 | 1150 | 0.108
Clock buffer | 7 | 133 | 0.0125
Multi-Input combinational cell | 1003 | 7700 | 0.723
Antenna cell | 1 | 2.50 | 0.000235
Clock inverter | 1 | 3.75 | 0.000352
Inverter | 109 | 409 | 0.0384
layer usage:
| layer | share of wire | track usage | vias up |
|---|---|---|---|
| met5 | 0.0015 | 0.00501 | - |
| met4 | 0.052 | 0.182 | 8 |
| met3 | 0.11 | 0.123 | 104 |
| met2 | 0.43 | 0.594 | 612 |
| met1 | 0.40 | 0.576 | 4893 |
| li1 | - | - | 4740 |
logic make-up (layout without fill, tap and decap cells):
kind of cell	count (synthesis)	count (layout)	synth area share
xor gates and xnor gates	17	17	0.0157
AOI/OAI and AO/OA	408	408	0.290
and+or+nand+nor	365	365	0.179
DFF	32	32	0.101
buffers and inverters	203	239	0.0884
muxes	114	114	0.194
adders and majority gates	99	99	0.132
other	0	1	0
Power is estimated from default activity; no workload was simulated.
